**design.v**
```verilog
module ticTacToeCore(clk, resetn, next_player_input_cell, grid_state_marked, grid_state_x, 
             player_x_turn, 
             someone_won,
             player_x_won,
             errno);
input wire clk;
input wire resetn;
input wire [3:0] next_player_input_cell;
output reg [8:0] grid_state_marked;
output reg [8:0] grid_state_x;
output reg player_x_turn;
output reg someone_won;
output reg player_x_won;
output reg errno;
reg [8:0] next_grid_state_marked;
reg [8:0] next_grid_state_x;
reg next_player_x_turn;
wire next_someone_won;
wire next_player_x_won;
always @(*) begin
    next_grid_state_marked = grid_state_marked;
    next_grid_state_x = grid_state_x;
    next_player_x_turn = ~player_x_turn;
    if (grid_state_marked[next_player_input_cell]) begin
        errno = 1;
    end else begin
        next_grid_state_marked[next_player_input_cell] = 1;
        next_grid_state_x[next_player_input_cell] = player_x_turn;
    end
end
ticTacToeWin win(.grid_state_marked(next_grid_state_marked), 
                .grid_state_x(next_grid_state_x), 
                .someone_won(next_someone_won),
                .player_x_won(next_player_x_won));
always @(posedge clk or negedge resetn) begin
    if (!resetn) begin
        grid_state_marked = 9'b0;
        grid_state_x      = 9'b0;
        player_x_turn     = 1'b0;
        someone_won       = 1'b0;
        player_x_won      = 1'b0;
    end else begin
        grid_state_marked = next_grid_state_marked;
        grid_state_x = next_grid_state_x;
        player_x_turn = next_player_x_turn;
        someone_won = next_someone_won;
        player_x_won = next_player_x_won;
    end
end
endmodule
module ticTacToeWin(grid_state_marked, grid_state_x, 
                            someone_won,
                            player_x_won);
input wire [8:0] grid_state_marked;
input wire [8:0] grid_state_x;
output reg someone_won;
output reg player_x_won;
integer r, c, d;
reg [7:0] x;  
reg [7:0] o;  
always @(grid_state_marked, grid_state_x) begin
    someone_won = 0;
    player_x_won = 1'bx;
    x = 8'b1111_1111;
    o = 8'b1111_1111;
    for (r = 0; r < 3; r = r + 1) begin
        for (c = 0; c < 3; c = c + 1) begin
            x[r] = x[r] & grid_state_marked[r*3 + c] & grid_state_x[r*3 + c];
            o[r] = o[r] & grid_state_marked[r*3 + c] & ~grid_state_x[r*3 + c];
        end
        if (x[r]) begin
            someone_won = 1;
            player_x_won = 1;
        end
        if (o[r]) begin
            someone_won = 1;
            player_x_won = 0;
        end
    end
    for (c = 0; c < 3; c = c + 1) begin
        for (r = 0; r < 3; r = r + 1) begin
            x[3+c] = x[3+c] & grid_state_marked[r*3 + c] & grid_state_x[r*3 + c];
            o[3+c] = o[3+c] & grid_state_marked[r*3 + c] & ~grid_state_x[r*3 + c];
        end
        if (x[3+c]) begin
            someone_won = 1;
            player_x_won = 1;
        end
        if (o[3+c]) begin
            someone_won = 1;
            player_x_won = 0;
        end
    end
    for (d = 0; d < 3; d = d + 1) begin
        x[6] = x[6] & grid_state_marked[d*3 + d] & grid_state_x[d*3 + d];
        o[6] = o[6] & grid_state_marked[d*3 + d] & ~grid_state_x[d*3 + d];
    end
    if (x[6]) begin
        someone_won = 1;
        player_x_won = 1;
    end
    if (o[6]) begin
        someone_won = 1;
        player_x_won = 0;
    end
    for (d = 0; d < 3; d = d + 1) begin
        x[7] = x[7] & grid_state_marked[d*3 + (2-d)] & grid_state_x[d*3 + (2-d)];
        o[7] = o[7] & grid_state_marked[d*3 + (2-d)] & ~grid_state_x[d*3 + (2-d)];
    end
    if (x[7]) begin
        someone_won = 1;
        player_x_won = 1;
    end
    if (o[7]) begin
        someone_won = 1;
        player_x_won = 0;
    end
end
endmodule
```
**run.sh**
```bash
#!/bin/bash
# OpenROAD 26Q1-2900-gdf79404cd8, Yosys 0.63+post, stock flow scripts
make -C /OpenROAD-flow-scripts/flow DESIGN_CONFIG=/design/flow/config.mk WORK_HOME=/design/flow/orfs finish
```
**config.mk**
```make
export PLATFORM = sky130hd
export DESIGN_NAME = ticTacToeCore
export DESIGN_NICKNAME = ticTacToeCore
export VERILOG_FILES = /design/flow/design.v
export SDC_FILE = /design/flow/constraint.sdc
export NUM_CORES = 4
export LEC_CHECK = 1
export CORE_UTILIZATION = 30
```
**constraint.sdc**
```tcl
current_design ticTacToeCore

set clk_period 6.5
set clk_io_pct 0.2

create_clock -name clk0 -period $clk_period [get_ports {clk}]

set non_clock_inputs [all_inputs -no_clocks]
set_input_delay [expr $clk_period * $clk_io_pct] -clock clk0 $non_clock_inputs
set_output_delay [expr $clk_period * $clk_io_pct] -clock clk0 [all_outputs]
```
==> impl_metrics.py <==
# Flow results
metrics = {
    "outcome": {
        "status": "completed",
    },
    "yosys": {
        "ys_seq_share_pct": 29.9,
        "syn_area_per_cell_um2": 9.76,
        "synth-async-reset-ratio_pct": 100,
        "post_synth_main_area_contributors": "dfrtp_1, o22ai_1, mux2_2",
        "edf_count": 0,
        "ys_types": 61,
        "synth.cells.most_frequent": "dfrtp_1, nand2_1, nor2_1",
        "synthFlopType": "dfrtp_1",
        "netlist_area_um2": 1760,
        "ys_warn_count": 2,
        "synth.yosys.chip_area_um2": 1760,
        "synthesis.instances": 180,
        "yosys.cell_count.top_type": "dfrtp_1",
        "ys_ff": 21,
        "post-synth-top-area-fraction_pct": 29.9,
        "library_cell_occupying_the_most_area_in_the_post_synthesis_netlist": "dfrtp_1",
        "synth-cells-yosys": 180,
    },
    "placed_design": {
        "port_buffers": 26,
        "hpwl_um": 3790,
        "dpl-instance-area_um2": 2070,
        "place.gp.congestion": 0.932,
    },
    "floorplan": {
        "fp-row-count": 27,
        "die_w_um": 78.5,
        "chipHeight_um": 78.5,
        "io_pins": 28,
        "core_box_area_um2": 5570,
        "die_area_um2": 6170,
        "floorplan.initialDensity_pct": 31.5,
    },
    "critical_path": {
        "crit_arrival_ps": 5150,
        "critPathRequiredTime_ps": 6650,
        "crit_end_category": "flop",
        "timing_worst_setup_path_type": "input port to flop",
        "crit_path_max_fanout": 11,
        "crit_path_start_kind": "input port",
    },
    "sta": {
        "final.hold.worst_slack_ps": 568,
        "final.setup.tns_ps": 0,
        "relSlewSlack_pct": 15.2,
        "final-hold-violation-count": 0,
        "setup_viol": 0,
        "fmaxAchievable_mhz": 200,
        "clock-skew-final_ps": 11.9,
        "grt_setup_unrepaired": "false",
        "worst_margin_pin_slew_ps": 1240,
        "finalCritPeriodShare_pct": 76.8,
        "maxSlewViolCount": 0,
        "finalWorstPathRequiredPeriod_ps": 4990,
    },
    "clock_network": {
        "cts_setup_buffers": 0,
        "clk_path_buf_depth": 2,
        "cts_resized": 0,
        "cts_inserted_buffers": 3,
        "clkSinkCount": 21,
        "clkSlewWorstSetupHoldPaths_ps": 80,
        "cts_hold_buffers": 0,
        "htreeDepth": 1,
        "worst_skew_pair.late_latency_ps": 270,
        "tritoncts": "done",
        "ctsRootBufferMaster": "clkbuf_8",
    },
    "global_routing": {
        "gr-usage-met1_pct": 27.2,
        "grt_pass1_vias": 1498,
        "grtUsageMet3_pct": 3.78,
        "grt_use_met2_pct": 25.3,
        "grt_first_pass_wirelength_um": 8150,
        "grt_start_max_net_pins": 22,
        "busiest_layer": "met1",
        "gr-usage-all-layers_pct": 17.4,
        "grt-ovfl-total": 0,
        "antenna_found_initial": 0,
    },
    "drt": {
        "via_total_after_detailed_routing": 1596,
        "drcViolationCount": 0,
        "postRouteAntennaNets": 0,
        "wire_per_inst_um": 17.9,
        "detail_route.wirelength_um": 4930,
        "antenna_cells": 0,
        "detail_route.vias_per_cell": 5.78,
        "drt_pass1_iterations": 4,
        "drt-initial-drc-count": 164,
    },
    "finish": {
        "fin_util_pct": 38.0,
        "drive_above_1_share_pct": 16.2,
        "fin_area_um2": 2120,
        "syn_to_final_growth_pct": 20.4,
    },
    "power": {
        "worst_ir_drop_vdd_uv": 152,
        "cellLeakagePower_nw": 0.705,
        "power_per_cell_area_nw_per_um2": 272,
    },
    "run": {
        "stage_log_warning_count": 28,
        "timing.max_cap.violations": 0,
    },
    "worst_hold_path": {
        "hp-class": "flop to flop",
    },
}
[per-stage QoR]
| step | total power [mW] | setup WS, ps | std cells |
|---|---|---|---|
| floorplan | 0.367 | 2520 | 180 |
| global placement | 0.487 | 1400 | 272 |
| detailed placement | 0.484 | 1410 | 272 |
| CTS | 0.578 | 1670 | 276 |
| global route | 0.618 | 1230 | 276 |
| finish | 0.575 | 1510 | 276 |
[cells in the final DEF, fill, tap and decap left out, drive strengths merged, types with 2 or more instances in the layout]
master and n:
and2 3, dfrtp 21, a31oi 3, a32oi 2, a22oi 4, mux2 6
a22o 2, nand2b 4, o2111ai 6, a2111oi 2, nor3 3, o21ai 3
mux2i 3, clkdlybuf4s50 26, o2bb2ai 3, ha 4, or3 2, a21oi 4
inv 10, o32ai 7, o22ai 11, nor2b 9, nand2 12, nor2 11
or2 10, o2111a 2, nand3 4, clkbuf 3
[critical path, cell delays in order]
cell and delay (ps):
clkdlybuf4s50_1 710, inv_1 280, ha_1 300, nor2b_1 460, nand2_1 140, a2111oi_0 1070, nor2_1 160, nor2_1 170
a31oi_2 60, or2_0 220, a221oi_1 260
[logic make-up (layout without fill, tap and decap cells)]
kind of cell / after synthesis / count (layout) / synth area share [%]
AND/OR/NAND/NOR: 63 / 63 / 19.4
buffers and inverters: 18 / 42 / 5.06
adder cells (fa/ha/maj): 4 / 4 / 2.85
other: 1 / 1 / 0.213
flip-flops: 21 / 21 / 29.9
multiplexers: 10 / 10 / 7.05
AND-OR/OR-AND: 63 / 63 / 35.5
[registers in the layout, summed over array words and instances (netlist names)]
register           flops
grid_state_marked      9
grid_state_x           9
player_x_turn          1
someone_won            1
player_x_won           1
[report_power, final]
| group | total, mW | internal (mW) | switching, mW |
|---|---|---|---|
| clock network | 0.0910 | 0.0434 | 0.0476 |
| registers | 0.197 | 0.164 | 0.0327 |
| logic | 0.287 | 0.153 | 0.134 |
| total | 0.575 | 0.361 | 0.214 |
[worst paths after layout]
path                                           start                   end  cells past startpoint  slack [ps]
max in group asynchronous                     resetn          player_x_won                      2        4890
setup reg to reg                grid_state_marked[8]           someone_won                      7        3130
hold reg to reg                 grid_state_marked[1]  grid_state_marked[1]                      1         570
hold / removal                  grid_state_marked[1]  grid_state_marked[1]                      1         570
setup / recovery           next_player_input_cell[0]          player_x_won                     11        1510
min in group asynchronous                     resetn       grid_state_x[6]                      2        1370
[layout make-up]
cell class / instances / area (um^2)
clock buffers: 3 / 41.3
clock inverters: 1 / 7.51
fillers: 567 / 3460
inverters: 11 / 41.3
multi-input cells: 141 / 1140
flip-flops and latches: 21 / 526
well taps: 72 / 90.1
repair buffers: 27 / 268
[per-layer routing]
metal  vias up  share of wire, %  routed length, um
met5         -                 0                  0
met4         0               1.4                 70
met3         6               8.1                398
met2        66                44               2150
met1       773                47               2320
li1        751                 -                  -
Power figures rest on the tool's default switching activity, not on a simulated workload.
