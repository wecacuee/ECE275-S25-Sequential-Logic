==> design/flow/run.sh <==
#!/bin/bash
# OpenROAD 26Q1-2900-gdf79404cd8, Yosys 0.63+post, stock flow scripts
make -C /OpenROAD-flow-scripts/flow DESIGN_CONFIG=/design/flow/config.mk WORK_HOME=/design/flow/orfs finish
==> design/flow/config.mk <==
export PLATFORM = sky130hd
export DESIGN_NAME = display_message
export DESIGN_NICKNAME = display_message
export VERILOG_FILES = /design/flow/design.v
export SDC_FILE = /design/flow/constraint.sdc
export NUM_CORES = 4
export LEC_CHECK = 1
export CORE_UTILIZATION = 30
export SYNTH_MEMORY_MAX_BITS = 65536
==> design/flow/constraint.sdc <==
current_design display_message

set clk_period 12.1
set clk_io_pct 0.2

create_clock -name clk0 -period $clk_period

set non_clock_inputs [all_inputs -no_clocks]
set_input_delay [expr $clk_period * $clk_io_pct] -clock clk0 $non_clock_inputs
set_output_delay [expr $clk_period * $clk_io_pct] -clock clk0 [all_outputs]
==> design/flow/design.v <==
module display_message #(
    parameter MSG_LENGTH = 6,
    parameter char_width = 32,
    parameter char_height = 32,
    parameter INIT_F = ""
)(
    input [10:0] X_pix,
    input [10:0] Y_pix,
    input [0:8*MSG_LENGTH-1] MSG,
    input [10:0] msg_x,
    input [10:0] msg_y,
    input [11:0] char_color,
    input [11:0] text_bg_color,
    input [11:0] prev_layer_color,
    output [11:0] pixel_color
);
wire [12*(MSG_LENGTH+1)-1:0] color_per_char_layer;
assign color_per_char_layer[12*1-1:0] = prev_layer_color;
genvar charidx;
generate 
for (charidx = 0; charidx < MSG_LENGTH; charidx = charidx + 1) begin: msg
    draw_ascii #(
        .INIT_F(INIT_F)
    ) cellchar (
            .X_pix(X_pix),
            .Y_pix(Y_pix),
            .char(MSG[8*charidx +: 8]),
            .char_x(msg_x + charidx * char_width), 
            .char_y(msg_y),
            .char_width(char_width),
            .char_height(char_height),
            .char_color(char_color),
            .char_bg_color(text_bg_color),
            .bg_color(color_per_char_layer[12*charidx+11 -: 12]),
            .pixel_color(color_per_char_layer[12*charidx+23 -: 12])
    );
end
endgenerate
assign pixel_color = color_per_char_layer[12*(MSG_LENGTH+1)-1 -: 12];
endmodule
module draw_ascii
#(
    parameter WIDTH = 8,
    parameter INIT_F=""
)(
    input [10:0]       X_pix, 
    input [10:0]       Y_pix,
    input [7:0]        char,
    input [10:0]       char_x,  
    input [10:0]       char_y, 
    input [10:0]       char_width,
    input [10:0]       char_height,
    input [11:0]       char_color, 
    input [11:0]       char_bg_color,
    input [11:0]       bg_color,
    output [11:0]      pixel_color
);
    wire [10:0] x_offset_pix = (X_pix - char_x);
    wire [2:0] x_offset = x_offset_pix / (char_width / WIDTH);
    wire [10:0] y_offset_pix = (Y_pix - char_y);
    wire [2:0] y_offset = y_offset_pix / (char_height / WIDTH);
    wire [7:0] char_offset = char - " ";
    wire [8:0] addr = {char_offset[5:0], y_offset[2:0]};
    wire [7:0] rowdata;
    rom_async  #(
        .WIDTH(WIDTH),
        .INIT_F(INIT_F)
    ) read_fonts (
        addr,
        rowdata
    );
    assign pixel_color = (char_x <=  X_pix && X_pix < (char_x + char_width)
                          && char_y <= Y_pix && Y_pix < (char_y + char_height))
                          ?  ((rowdata[3'b111-x_offset]) ? char_color : char_bg_color)
                          : bg_color;
endmodule
`default_nettype none
`timescale 1ns / 1ps
module rom_async #(
    parameter WIDTH=8,
    parameter DEPTH=512,
    parameter INIT_F=""
    ) (
    input wire [$clog2(DEPTH)-1:0] addr,
    output wire [WIDTH-1:0] data
    );
    localparam ADDRW=$clog2(DEPTH);
    reg [WIDTH-1:0] memory [DEPTH-1:0];
    initial begin
        if (INIT_F != 0) begin
            $display("Creating rom_async from init file '%s'.", INIT_F);
            $readmemh(INIT_F, memory);
        end
    end
    assign data = memory[addr];
endmodule
==> flow_summary.json <==
{
  "ys_seq_share": 0,
  "status": "completed",
  "pwr-share-clk": 0,
  "syn_area_per_cell_um2": 7.79,
  "top_area_frac": 0.404,
  "lay_top_cells": "ha_1 (101), clkdlybuf4s50_1 (80), inv_1 (53), a21oi_1 (32), nor2_1 (24)",
  "post-synth-top-area-cell": "ha_1",
  "hold_path_class": "primary input to output pin",
  "min_path_cells": 3,
  "hold_viol_final": 0,
  "drt_wl_total_um": 8420,
  "worstPathArrival_ns": 7.06,
  "area_leaders": "ha_1 (40%), xnor2_1 (6.4%), inv_1 (6.4%)",
  "seqPwrFrac": 0,
  "dr.pass1.iters": 4,
  "detailed_place_hpwl_um": 7080,
  "vias": 3003,
  "synth_stat.cells": 401,
  "p_sw_w": 0.0000880,
  "comb_power_share": 1.000,
  "clock_buffers": 0,
  "die_w_um": 104,
  "yosys_warnings": 19,
  "slew_viol_final": 0,
  "dieArea_um2": 10800,
  "cts_resized": 0,
  "ir_worst_vdd_uv": 22.9,
  "worstPathRequired_ns": 9.68,
  "critPathLaunchType": "primary input",
  "maxCapViolations": 0,
  "grt_usage": 0.159,
  "relSlewSlack": 0.600,
  "fmax_mhz": 105,
  "antenna_cells": 0,
  "finalSetupTns_ns": 0,
  "worst_pin_slew_ns": 0.598,
  "post_cts_buffers": 0,
  "route.detailed.drc": 0,
  "synth.distinct_cells": 51,
  "grt_max_degree": 13,
  "finalClockPeriodUsage": 0.784,
  "final_util": 0.407,
  "rsz0062_at_grt": "no",
  "total_leakage_power_nw": 1.94,
  "antenna_found_initial": 0,
  "synthCells": 401,
  "post_drt_wl_per_cell_um": 13.9,
  "lay_top_count": "ha_1",
  "antenna_left": 0,
  "n_fill_cell": 990,
  "cp-end-kind": "output pin",
  "power.internal_w": 0.0000945,
  "layout-drive-gt1-share": 0.0422,
  "period_minus_slack_ns": 9.48,
  "grt_pass1_vias": 2935,
  "drt-initial-drc-count": 113,
  "final-seq-area_um2": 0,
  "warning_count": 120,
  "cts_hold_buffers": 0,
  "ys_area_um2": 3130,
  "rows": 36,
  "path_max_fanout": 12,
  "vias_per_cell": 4.95,
  "port_buffers": 80,
  "area_delta_synth_final_pct": 29.8,
  "initCoreUtil": 0.314,
  "grt_pass1_wl_um": 14100,
  "coreArea_um2": 9950,
  "globalplace.congestion": 0.915,
  "flops": 0,
  "die_y_um": 104,
  "critPathKind": "primary input to output pin",
  "p_per_area_nw_per_um2": 45.0,
  "synth.cell_area_um2": 3130,
  "setup_viol": 0,
  "grt_remaining_overflow": 0,
  "power_switching_share": 0.482,
  "ios": 140
}
logic make-up (layout without fill, tap and decap cells):
family                     count (synthesis)  after routing  synth area share
adders and majority gates                101            101             0.404
muxes                                     12             12            0.0552
AOI/OAI and AO/OA                         85             85             0.181
xor gates and xnor gates                  39             39             0.109
and+or+nand+nor                          103            103             0.173
buffers and inverters                     61            134            0.0777
critical path: stages:
cell and delay [ns]:
clkdlybuf4s50_1 0.85, ha_1 0.39, xor2_1 0.42, inv_1 0.19, and2_1 0.19, nand4_1 0.10
xor2_1 0.09, ha_1 0.32, and4_1 0.23, nand3_1 0.09, a21oi_1 0.18, nor3b_1 0.08
a32oi_1 0.16, a21oi_1 0.07, o31ai_2 0.23, buf_4 0.27, mux2_2 0.37, clkdlybuf4s50_1 0.40
layer usage:
metal  wire [um]  track usage  share of wire  vias up
li1            -            -              -     1569
met1        4340        0.230           0.52     1334
met2        3590        0.269           0.43       92
met3         422       0.0108          0.050        8
met4          66      0.00918         0.0078        0
met5           0            0              0        -
stage by stage:
step | cell area (um^2) | worst slack [ns] | hold slack (ns) | power [W] | std cells
3_3_place_gp | 4060 | 2.64 | 5.86 | 0.000179 | 607
5_1_grt | 4060 | 2.29 | 5.88 | 0.000205 | 607
6_report | 4060 | 2.62 | 5.86 | 0.000182 | 607
2_1_floorplan | 3130 | 4.03 | 4.94 | 0.000117 | 401
4_1_cts | 4060 | 2.63 | 5.86 | 0.000183 | 607
3_5_place_dp | 4060 | 2.63 | 5.86 | 0.000182 | 607
layout make-up:
| type | instances | area (um^2) | share of cell area |
|---|---|---|---|
| multi-input cells | 340 | 2880 | 0.711 |
| repair buffers | 81 | 808 | 0.199 |
| inverters | 53 | 199 | 0.0490 |
| well taps | 133 | 166 | 0.0410 |
worst paths after layout:
check,start,endpoint,slack [ns]
worst max-delay path,msg_x[5],pixel_color[0],2.62
worst min-delay path,text_bg_color[9],pixel_color[9],5.86
cell usage after synthesis (2+ instances only):
master	count
o21ai_1	2
nand3_2	2
nor3_1	2
nor2_1	24
buf_2	2
and3_1	5
o31ai_1	3
inv_1	53
and4_1	2
a21o_1	5
nor2b_1	7
xor2_1	16
mux2_4	10
nand3_1	15
mux2_2	2
o2111ai_1	2
ha_1	101
a21oi_1	32
and2_1	2
nor3b_1	2
nand4_1	12
o21ai_0	13
nand2_1	22
a211oi_1	3
a31oi_1	3
o21a_1	5
clkbuf_1	4
o211ai_1	4
xnor2_1	23
a32oi_1	2
power by group through the flow:
stage	clock, W	sequential [W]	combinational (W)
CTS	0	0	0.000183
finish	0	0	0.000182
global route	0	0	0.000205
Power is estimated from default activity; no workload was simulated.
